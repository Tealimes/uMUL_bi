==> flow/design.v <==
module sobolrng_core #(
    parameter BITWIDTH = 8
) (
    input wire iClk,  
    input wire iRstN,  
    input wire iEn,
    input wire iClr,
    input wire [BITWIDTH - 1: 0] iOneHot,  
    input wire [BITWIDTH*BITWIDTH - 1: 0] dirVec,
    output reg [BITWIDTH - 1: 0] oRand  
);
    wire [BITWIDTH * BITWIDTH - 1: 0] orVec;
    wire [BITWIDTH - 1: 0] vec;
    assign orVec[BITWIDTH - 1: 0] = iOneHot[0] ? dirVec[BITWIDTH - 1: 0] : 0;
    genvar i;
    generate 
        for(i = 1; i < BITWIDTH; i = i + 1) begin
            assign orVec[(i+1)*BITWIDTH-1:i*BITWIDTH] = orVec[i*BITWIDTH-1:(i-1)*BITWIDTH] | (iOneHot[i] ? dirVec[(i+1)*BITWIDTH-1 : i*BITWIDTH] : 0);
        end
    endgenerate
    assign vec = orVec[BITWIDTH*BITWIDTH - 1: (BITWIDTH-1)*BITWIDTH];
    always@(posedge iClk or negedge iRstN) begin
        if(~iRstN) begin
            oRand <= 0;
        end else begin
            if(iClr) begin
                oRand <= 0;
            end else begin
                if(iEn) begin
                    oRand <= oRand ^ vec;
                end else begin 
                    oRand <= oRand;
                end 
            end 
        end
    end
endmodule
module lsz # (
    parameter BITWIDTH = 4,
    parameter LOGBITWIDTH = $clog2(BITWIDTH)  
) (
    input wire [BITWIDTH - 1: 0] iGrey,  
    output wire [BITWIDTH - 1: 0] oOneHot,  
    output reg [LOGBITWIDTH - 1: 0] lszIdx  
);
    wire [BITWIDTH - 1: 0] tc;  
    genvar i;
    assign tc[0] = ~iGrey[0]; 
    generate 
        for (i = 1; i < BITWIDTH; i = i + 1) begin
            assign tc[i] = tc[i - 1] | ~iGrey[i];
        end
    endgenerate
    genvar j;
    assign oOneHot[0] = tc[0];
    generate 
        for(j = 1; j < BITWIDTH; j = j + 1) begin
            assign oOneHot[j] = tc[j - 1] ^ tc[j];
        end
    endgenerate
    always@(*) begin
        case(oOneHot)
            'd1 : lszIdx = 'd0;
            'd2 : lszIdx = 'd1;
            'd4 : lszIdx = 'd2;
            'd8 : lszIdx = 'd3;
            'd16 : lszIdx = 'd4;
            'd32 : lszIdx = 'd5;
            'd64 : lszIdx = 'd6;
            'd128 : lszIdx = 'd7;
            'd256 : lszIdx = 'd8;
            'd512 : lszIdx = 'd9;
            default : lszIdx = 'd0;
        endcase
    end
endmodule
module cntwithen #(
    parameter BITWIDTH = 4  
) (
    input wire iClk,  
    input wire iRstN,  
    input wire iEn, 
    input wire iClr, 
    output reg [BITWIDTH - 1:0] oCnt
);
    always@(posedge iClk or negedge iRstN) begin
        if(~iRstN) begin
            oCnt <= 0;
        end else begin
            if(iClr) begin
                oCnt <= 0;
            end else begin
                oCnt <= oCnt + iEn;
            end
        end
    end
endmodule
module sobolrng #(
    parameter BITWIDTH = 8
) (
    input wire iClk,  
    input wire iRstN,  
    input wire iEn, 
    input wire iClr, 
    output reg [BITWIDTH - 1: 0] sobolseq
);
    wire [BITWIDTH - 1: 0] cntNum;
    wire [BITWIDTH - 1: 0] oneHot;
    wire [BITWIDTH*BITWIDTH - 1: 0] dirVec;
    cntwithen #(
        .BITWIDTH(BITWIDTH)
    ) u_cntwithen (
        .iClk(iClk),
        .iRstN(iRstN),
        .iEn(iEn),
        .iClr(iClr),
        .oCnt(cntNum)
    );
    lsz #(
        .BITWIDTH(BITWIDTH)
    ) u_lsz (
        .iGrey(cntNum),
        .oOneHot(oneHot),
        .lszIdx()
    );
        assign dirVec[1*BITWIDTH-1 : 0*BITWIDTH] = 'd128;
        assign dirVec[2*BITWIDTH-1 : 1*BITWIDTH] = 'd64;
        assign dirVec[3*BITWIDTH-1 : 2*BITWIDTH] = 'd32;
        assign dirVec[4*BITWIDTH-1 : 3*BITWIDTH] = 'd16;
        assign dirVec[5*BITWIDTH-1 : 4*BITWIDTH] = 'd8;
        assign dirVec[6*BITWIDTH-1 : 5*BITWIDTH] = 'd4;
        assign dirVec[7*BITWIDTH-1 : 6*BITWIDTH] = 'd2;
        assign dirVec[8*BITWIDTH-1 : 7*BITWIDTH] = 'd1;
    sobolrng_core #(
        .BITWIDTH(BITWIDTH)
    ) u_sobolrng_core (
        .iClk(iClk),
        .iRstN(iRstN),
        .iEn(iEn),
        .iClr(iClr),
        .iOneHot(oneHot),
        .dirVec(dirVec),
        .oRand(sobolseq)
    );
endmodule
module uMUL_bi #(
    parameter BITWIDTH = 8
) (
    input wire iClk,
    input wire iRstN,
    input wire iA,
    input wire [BITWIDTH - 1: 0] iB,
    input wire loadB,
    input wire iClr,
    output reg oB, 
    output reg oMult
);
    reg [BITWIDTH-1:0] iB_buff;  
    wire [BITWIDTH-1:0] sobolseqIn;
    wire [BITWIDTH-1:0] sobolseq;
    wire andTop;
    wire andBot;
    wire iA_inv = ~iA;
    always@(posedge iClk or negedge iRstN) begin
        if(~iRstN) begin
            iB_buff <= 0;
        end else begin
            if(loadB) begin
                iB_buff <= iB;
            end else begin
                iB_buff <= iB_buff;
            end
        end
    end
    sobolrng #(
        .BITWIDTH(BITWIDTH)
    ) u_sobolrngTop (
        .iClk(iClk),
        .iRstN(iRstN),
        .iEn(iA_inv), 
        .iClr(iClr),
        .sobolseq(sobolseqIn)
    );
    sobolrng #(
        .BITWIDTH(BITWIDTH)
    ) u_sobolrngBot (
        .iClk(iClk),
        .iRstN(iRstN),
        .iEn(iA), 
        .iClr(iClr),
        .sobolseq(sobolseq)
    );
    assign andTop = iA_inv & ~(iB_buff > sobolseqIn);
    assign andBot = iA & (iB_buff > sobolseq);
    always@(*) begin
        oB <= (iB_buff > sobolseq);  
        oMult <= andTop | andBot;
    end
endmodule
==> flow/run.sh <==
#!/bin/bash
# OpenROAD 26Q1-2900-gdf79404cd8, Yosys 0.63+post, stock flow scripts
make -C /OpenROAD-flow-scripts/flow DESIGN_CONFIG=/design/flow/config.mk WORK_HOME=/design/flow/orfs finish
==> flow/config.mk <==
export PLATFORM = sky130hd
export DESIGN_NAME = uMUL_bi
export DESIGN_NICKNAME = uMUL_bi
export VERILOG_FILES = /design/flow/design.v
export SDC_FILE = /design/flow/constraint.sdc
export NUM_CORES = 4
export LEC_CHECK = 1
export CORE_UTILIZATION = 30
==> flow/constraint.sdc <==
current_design uMUL_bi

set clk_period 2.7
set clk_io_pct 0.2

create_clock -name clk0 -period $clk_period [get_ports {iClk}]

set non_clock_inputs [all_inputs -no_clocks]
set_input_delay [expr $clk_period * $clk_io_pct] -clock clk0 $non_clock_inputs
set_output_delay [expr $clk_period * $clk_io_pct] -clock clk0 [all_outputs]
==> impl_metrics.csv <==
group,metric,value,unit
placed_design,place_ws,0.203,ns
final_timing,fin_skew,0.00389,ns
clock_tree,cts_max_level,2,
grt,grt_max_degree,34,
yosys,yosys.area.top_type,"dfrtp_1",
final_timing,rsz0062_at_grt,"false",
final_timing,relSlewSlack,0.502,
yosys,ff_type,"dfrtp_1",
yosys,ys_cells,216,
route,drt-pass1-iter-count,4,
floorplan,io_pins,15,
critical_path,path_cells,"ha_1 -> nor2b_1 -> o211ai_1 -> a211o_1 -> nand2_2 -> clkdlybuf4s50_1",
yosys,edf_count,0,
critical_path,path_max_fanout,3,
critical_path,path_class,"flop to primary output",
clock_tree,cts_root_buf,"clkbuf_8",
yosys,yosys_area,2210,µm²
grt,grt_overflow,0,
route,antenna_cells,0,
outcome,status,"completed",
route,drt-initial-drc-count,111,
route,top_layer_used,"met4",
clock_tree,cts_buffer_depth,2,
critical_path,critPathBufInv,1,
power_and_ir_drop,power_density,478,nW/µm²
floorplan,fp.dieH,87.9,µm
placed_design,port_buffers,14,
power_and_ir_drop,ir_drop,219,µV
clock_tree,clk_pin_slew,0.07,ns
route,vias,1521,
floorplan,rows,30,
final_layout,mi_logic_area,1150,µm²
final_layout,stdcell_area,2610,µm²
yosys,topCellsByArea,"dfrtp_1, ha_1, xnor2_1",
route,wl_met2,1.63,mm
route,drc,0,
grt,grtUsageTotal,0.117,
route,detail-route-antenna-nets,0,
final_timing,tightest_slew,0.748,ns
clock_tree,cts_tree,"built",
final_layout,area_delta_synth_final,18.0,%
yosys,async_flop_share,1.00,
worst_hold_path,hold_path_class,"input pin to asynchronous set/reset pin",
yosys,ys_types,32,
final_layout,fill_cells,691,
final_timing,drv_slew,0,
route,routed-wl-met3,161,µm
critical_path,cp_data_arrival_time,2.06,ns
critical_path,cp-end-kind,"primary output",
power_and_ir_drop,switching_share,0.253,
critical_path,critPathMaxStageDelay,0.46,ns
critical_path,required,2.16,ns
yosys,yosysMostFrequentCell,"dfrtp_1",
yosys,synthTopCellsByCount,"dfrtp_1, nor2_1, ha_1, inv_1, xnor2_1",
final_timing,period_used_share,0.964,
yosys,avgSynthCellArea,10.2,µm²
floorplan,initCoreUtil,0.319,
floorplan,design.core.area,6940,µm²
flow_run,warnings,25,
route,routedWlPerCell,11.9,µm
yosys,syn-instance-count,216,
yosys,synth_top_area_share,0.452,
grt,grt_pass1_vias,1444,
route,wirelength,3.98,mm
flow_run,maxCapViolCount,0,
clock_tree,ctsHoldBuffers,0,
clock_tree,cts.sinks,40,
yosys,netlist_area,2210,µm²
critical_path,cp_top_family,"buffers and inverters",
floorplan,die-area,7720,µm²
final_timing,fin_crit,2.60,ns
placed_design,detailed_place_hpwl,2.77,mm
power_and_ir_drop,p_clk_frac,0.326,
route,wl_met1,2.12,mm
clock_tree,clkLatencyLatePin,0.29,ns
final_timing,hold_violations,0,
final_layout,layout-drive-gt1-share,0.143,
final_timing,setup_ws,0.0963,ns
final_timing,setup_violations,0,
placed_design,placed_area,2460,µm²
yosys,ys_ff,40,
yosys,ys_seq_share,0.452,
power_and_ir_drop,pwr-share-comb,0.153,
critical_path,cp_slowest_cell,"clkdlybuf4s50_1",
grt,grt_pass1_wl,6.91,mm
placed_design,gp_congestion,0.793,
grt,antenna_found_initial,0,
final_layout,regArea,1000,µm²
clock_tree,cts_inserted_buffers,5,
power_and_ir_drop,p_int,932,µW
floorplan,fp.dieW,87.9,µm
route,vias_per_cell,4.55,
critical_path,startpoint_type,"flop",
yosys,yosys_warnings,4,
final_timing,tns,0,ns
power_and_ir_drop,leakage,1.09,nW
final_timing,max_freq,0.384,GHz
power_and_ir_drop,p_seq_frac,0.521,
power_and_ir_drop,switching_power,315,µW
final timing paths:
path / depth (start not counted) / startpoint / slack [ns] / to
hold reg to reg: 2 / u_sobolrngTop.u_sobolrng_core.oRand[2] / 0.54 / u_sobolrngTop.u_sobolrng_core.oRand[2]
hold / removal: 1 / iRstN / 0.31 / u_sobolrngTop.u_cntwithen.oCnt[2]
setup / recovery: 6 / iB_buff[1] / 0.1 / oB
min in group clk0: 2 / u_sobolrngTop.u_sobolrng_core.oRand[2] / 0.54 / u_sobolrngTop.u_sobolrng_core.oRand[2]
setup reg to reg: 4 / u_sobolrngTop.u_cntwithen.oCnt[0] / 1.30 / u_sobolrngTop.u_cntwithen.oCnt[7]
max in group asynchronous: 2 / iRstN / 1.83 / u_sobolrngTop.u_sobolrng_core.oRand[2]
power groups by stage:
stage	sequential [mW]	combinational [mW]	clock, mW
after CTS	0.649	0.181	0.421
after global routing	0.653	0.220	0.452
final	0.649	0.191	0.407
what timing repair did:
item | CTS | global route
setup buffers | 0 | 4
pin swaps | 2 | 2
gates resized | 3 | 3
endpoints found under the setup margin | 1 | 1
cells in the final DEF, fill, tap and decap left out, types with 2 or more instances in the layout:
master,count
ha_1,18
nand3_1,8
or3_1,7
o21ai_0,9
dfrtp_1,40
nor2b_1,5
buf_4,8
a21oi_1,13
nor3b_1,2
inv_1,16
nor3b_2,2
nand4_1,5
a211o_1,2
clkdlybuf4s50_1,12
xnor2_1,14
clkbuf_8,6
nor3_1,5
xor2_1,7
nand2_1,8
nor2_1,24
mux2_2,7
ha_4,2
clkbuf_1,2
nand3_2,2
through the flow:
stage          hold slack [ns]   util  instances  power (mW)
2_1_floorplan            0.244      -        216       0.760
3_3_place_gp             0.533  0.354        322       0.836
3_5_place_dp             0.532  0.354        322       0.836
4_1_cts                  0.340  0.370        330        1.25
5_1_grt                  0.365  0.376        334        1.33
6_report                 0.310  0.376        334        1.25
kinds of logic after synthesis:
logic type,Yosys count,share of synthesized area
AND/OR/NAND/NOR,76,0.200
buffers and inverters,24,0.0452
AND-OR/OR-AND,28,0.0701
XOR/XNOR,21,0.0831
flip-flops,40,0.452
adder cells (fa/ha/maj),20,0.113
multiplexers,7,0.0356
routing by layer:
metal,track usage,up-vias
li1,-,782
met1,0.196,713
met2,0.163,21
met3,0.0239,5
met4,0.0164,0
met5,0,-
state kept, by name, indices dropped and copies added, names as in the netlist:
register                             count
u_sobolrngTop.u_cntwithen.oCnt           8
u_sobolrngBot.u_sobolrng_core.oRand      8
iB_buff                                  8
u_sobolrngTop.u_sobolrng_core.oRand      8
u_sobolrngBot.u_cntwithen.oCnt           8
cell type report:
type	instances	share of cell area
Tap cell	96	0.0460
Timing Repair Buffer	22	0.0743
Multi-Input combinational cell	152	0.439
Inverter	16	0.0230
Clock buffer	8	0.0345
Sequential cell	40	0.383
Power figures rest on the tool's default switching activity, not on a simulated workload.
